`flow/config.mk`:
```
export PLATFORM = sky130hd
export DESIGN_NAME = non_rest
export DESIGN_NICKNAME = non_rest
export VERILOG_FILES = /design/flow/design.v
export SDC_FILE = /design/flow/constraint.sdc
export NUM_CORES = 4
export LEC_CHECK = 1
export CORE_UTILIZATION = 30
```
`flow/constraint.sdc`:
```
current_design non_rest

set clk_period 6.4
set clk_io_pct 0.2

create_clock -name clk0 -period $clk_period [get_ports {clk}]

set non_clock_inputs [all_inputs -no_clocks]
set_input_delay [expr $clk_period * $clk_io_pct] -clock clk0 $non_clock_inputs
set_output_delay [expr $clk_period * $clk_io_pct] -clock clk0 [all_outputs]
```
`flow/design.v`:
```
module non_rest #(parameter n=16, s=16) (output wire [s-1:0] QUOTIENT, REMAINDER, output wire done,
    input wire [n-1:0] x, y, input wire clk, reset, start);
    reg [s-1:0] Q, R, M;
    integer count;
    reg finish_tk;
    assign QUOTIENT = Q;
    assign REMAINDER = R;
    assign done = finish_tk;
    always @(posedge clk, posedge reset) 
		begin
			if (reset) 
				begin 
					count = 0; finish_tk = 1'b0; Q = 0; R = 0; 
				end
			else if (start) 
				begin 
					Q = x; M = y; count = 1; 
				end 
			else if (count > 0) 
				begin 
					if (R[s-1] == 1) 
						begin  
							R = R << 1;             
							R[0] = Q[s-1];          
							Q = Q << 1;             
							R = R + M; 
						end
					else 
						begin    
							R = R << 1;           
							R[0] = Q[s-1];        
							Q = Q << 1;           
							R = R - M;  
						end
			if (R[s-1] == 1) 
				begin 
					Q[0] = 0; 
				end 
			else 
				begin 
					Q[0] = 1; 
				end             
			 count = count + 1; 
			 if (count==s+1) 
    begin 
		count = 0;
		if (R[s-1] == 1) 
			begin 
				R = R + M; 
			end  
		finish_tk = 1'b1;
	end
	end
    end
endmodule
```
`flow/run.sh`:
```
#!/bin/bash
# OpenROAD 26Q1-2900-gdf79404cd8, Yosys 0.63+post, stock flow scripts
make -C /OpenROAD-flow-scripts/flow DESIGN_CONFIG=/design/flow/config.mk WORK_HOME=/design/flow/orfs finish
```
==> out/metrics.cfg <==
[setup_path]
worstPathArrival_ns = 4.92
required_ns = 6.65
worstSetupPathType = reg2reg
cp_max_fo = 5
start_kind = flip-flop
reg2reg_depth = 19
end_kind = flip-flop
slowest_stage = o41ai_1
crit_top_cell = a21oi_1
crit_path_cell_trace = nor3_1 > nor2_1 > xor2_1 > ha_1 > a21oi_1 > o22ai_1 > o41ai_1 > o21bai_1 > a21oi_1 > o31a_1 > xnor2_1 > ha_1 > nand3_1 > a21oi_1 > o31ai_1 > a21boi_0 > mux2i_1 > a31oi_1 > o31ai_1
cp_slowest_stage_delay_ns = 0.61

[floorplanning]
chip_area_sq_um = 20800
core_area_sq_um = 19700
initial_core_util_pct = 30.8
die_w_um = 144
rows = 51
pin_count = 68
die_h_um = 144

[timing]
tns_ns = 0
period_minus_slack_ns = 4.67
hold_violations = 0
tightest_slew_ns = 0.844
finalClockSkew_ns = 0.00762
drv_slew = 0
period_used_pct = 72.9
fmax_mhz = 214
slew_headroom_pct = 43.6
setup_viol = 0
rsz0062_at_grt = false
hold_ws_ns = 0.519

[clock_network]
post_cts_resized = 0
cts-root-buf = clkbuf_16
clkSlewWorstSetupHoldPaths_ns = 0.07
cts_buffers = 9
cts.sinks = 81
hold_buffers = 0
clock_path_buffers = 2
cts_setup_buffers = 0
htree_num_levels = 3
clkLatencyLatePin_ns = 0.35
cts_tree = done

[outcome]
status = completed

[synth]
edf_count = 16
synth_cell_types = 60
yosysWarnings = 1
synthCells = 686
async_reset_ff_share_pct = 80.2
yosysSeqAreaShare_pct = 34.8
ys_cells = 686
synth_area_per_cell_sq_um = 8.83
synth.most_common_cell = nand2_1
numSynthFlops = 81
synth-main-ff-cell = dfrtp_1
synth.top_cell.area_share_pct = 26.9
synth_chip_area_sq_um = 6050
common_cells = nand2_1 (70), dfrtp_1 (65), o21ai_0 (55), a21oi_1 (50), nor2_1 (38)
area_leaders = dfrtp_1 (27%), edfxtp_1 (7.9%), ha_1 (7.4%)
yosys.area.top_type = dfrtp_1
syn_area_sq_um = 6050

[power_and_ir_drop]
total_power_mw = 3.82
vdd_drop_max_uv = 257
powerDensity_nw_per_um2 = 531
leakagePower_nw = 2.95

[final_layout]
layout.cells.non_filler = 998
area_growth_pct = 18.7
fin_area_sq_um = 7190
final_layout_size_suffix_gt1_share_pct = 5.87

[drt]
drc = 0
antenna_left = 0
drt_iter0_drc = 301
avgRoutedWirePerCell_um = 14.8
vias_per_cell = 5.04
finalWirelength_mm = 14.8
drt_first_pass_iters = 5
vias = 5026

[run]
drv_cap = 0
stage_log_warnings = 30

[place]
dpl.hpwl_mm = 10.6
dp_cells = 981
place_congestion = 0.863
numPortBuffers = 67
place_area_sq_um = 6880

[global_routing]
grt_start_max_net_pins = 52
grtUsageTotal_pct = 14.9
antenna_found_initial = 0
grt_pass1_wl_mm = 24.1
grt_pass1_vias = 4687
grt_overflow = 0

[worst_hold_path]
hold_path_class = reg2reg
whs_path_depth = 2

## registers in the layout, indices dropped and copies added (netlist names)
| signal | cells |
|---|---|
| count | 32 |
| finish_tk | 1 |
| M | 16 |
| R | 16 |
| Q | 16 |
## area by class of cell
cell class	instances	area [sq um]
multi-input combinational	538	3630
fill	2034	12500
tap	265	332
antenna	1	2.50
clock buffer	9	225
timing repair buffer	73	716
sequential	81	2110
inverter	24	90.1
clock inverter	7	83.8
## power breakdown
group / internal (mW) / switching (mW) / total (mW)
logic: 1.20 / 1.32 / 2.52
registers: 0.624 / 0.120 / 0.745
clock network: 0.311 / 0.241 / 0.552
total: 2.14 / 1.68 / 3.82
## path summary, 6_finish.rpt
kind | to | from | slack [ns]
max in group asynchronous | count[15] | reset | 4.08
worst min-delay path | R[8] | R[8] | 0.52
worst max register to register | R[15] | M[1] | 1.73
min in group asynchronous | count[22] | reset | 1.32
worst max-delay path | R[15] | M[1] | 1.73
worst min register to register | R[8] | R[8] | 0.52
## cells in the final DEF (no fill, tap or decap), types with 6 or more instances in the layout
master and instances:
or3_1 7, a21oi_1 50, nor3_1 22, dfrtp_1 65
mux2i_1 35, nand4_1 14, buf_4 6, nor4_1 12
o21bai_1 7, inv_1 23, and3_1 8, xnor2_1 36
ha_1 36, nor2_1 38, nand2_1 70, nand2b_1 13
o21ai_0 55, clkbuf_16 9, nand3_1 17, clkdlybuf4s50_1 67
edfxtp_1 16, a31oi_1 30, xor2_1 20
## stage by stage
stage	util [%]	setup slack, ns
4_1_cts	36.6	1.72
3_3_place_gp	35.0	1.92
5_1_grt	36.6	1.18
2_1_floorplan	-	2.34
6_report	36.6	1.73
3_5_place_dp	35.0	1.77
## cell families after synthesis
kind of cell | synth area share (%)
simple gates | 20.0
flops | 34.8
xor+xnor | 8.10
compound gates | 17.8
mux | 5.97
fa+ha+maj | 8.10
buf+inv | 5.25
## critical path, delay by kind of cell (launching register included)
family | cells | cell delay (ns)
compound gates | 11 | 2.31
xor+xnor | 2 | 0.24
fa+ha+maj | 2 | 0.71
flops | 1 | 0.46
mux | 1 | 0.22
simple gates | 3 | 0.63
## routing by layer
layer  global-route usage [%]  routed length [um]  vias up
li1                         -                   -     2571
met1                     22.5                7290     2341
met2                     23.1                6640      104
met3                     2.97                 725       10
met4                     1.51                 130        0
met5                        0                   0        -
No activity file was given, so power comes from the tool's default toggle rates.
