## flow/run.sh

```bash
#!/bin/bash
# OpenROAD 26Q1-2900-gdf79404cd8, Yosys 0.63+post, stock flow scripts
make -C /OpenROAD-flow-scripts/flow DESIGN_CONFIG=/design/flow/config.mk WORK_HOME=/design/flow/orfs finish
```

## flow/config.mk

```make
export PLATFORM = sky130hd
export DESIGN_NAME = rd
export DESIGN_NICKNAME = rd
export VERILOG_FILES = /design/flow/design.v
export SDC_FILE = /design/flow/constraint.sdc
export NUM_CORES = 4
export LEC_CHECK = 1
export CORE_UTILIZATION = 40
```

## flow/constraint.sdc

```tcl
current_design rd

set clk_period 5.1
set clk_io_pct 0.2

create_clock -name clk0 -period $clk_period [get_ports {clk}]

set non_clock_inputs [all_inputs -no_clocks]
set_input_delay [expr $clk_period * $clk_io_pct] -clock clk0 $non_clock_inputs
set_output_delay [expr $clk_period * $clk_io_pct] -clock clk0 [all_outputs]
```

## flow/design.v

```verilog
module rd #(parameter n=8, p=8) (output wire [p-1:0] quotient, remainder, output wire done,
    input wire [n-1:0] x, y, input wire clk, reset, start);
    reg [p-1:0] q, r, rnext;
    integer z1, z2, count;
    reg qbit, done_tick;
    assign quotient = q;
    assign remainder = r;
    assign done = done_tick;
    always @(posedge clk, posedge reset) begin
      if (reset) begin count = 0; done_tick = 1'b0; qbit = 1'b0; q = 0; r = 0; end
      else if (start) begin rnext = x; count = 1; end
      else if (count>0) begin
        r = rnext;
        qbit = 1'b0;
        z1 = 2*r - y;
        z2 = 2*r + y; 
        if (r[p-1]==1) begin rnext = z2; end
        if (r[p-1]==0) begin rnext = z1; end
        if (rnext[p-1]==1) begin qbit = 1'b0; end
        if (rnext[p-1]==0) begin qbit = 1'b1; end
        q = {q[p-2:0], qbit};
        r = rnext;
        qbit = 1'b0;
        z1 = 2*r - y; 
        z2 = 2*r + y;
        if (r[p-1]==1) begin rnext = z2; end
        if (r[p-1]==0) begin rnext = z1; end
        if (rnext[p-1]==1) begin qbit = 1'b0; end
        if (rnext[p-1]==0) begin qbit = 1'b1; end
        q = {q[p-2:0], qbit};
        count = count + 1;
        if (count==p-3) begin
          count=0;
          done_tick = 1'b1;
        if (r[p-1]==1) begin r = r + y; end
        end
      end
    end
endmodule
```

==> results_tabular.tex <==
% Implementation results table
\begin{tabular}{lr}
\hline
Metric & Value \\
\hline
\multicolumn{2}{l}{\textbf{Drt}} \\
\quad Average wire per standard cell & 15.50 um \\
\quad Number of vias per cell after detailed routing & 5.565 \\
\quad Post-route ant nets & 0 \\
\quad Via count & 3951 \\
\quad Final wirelength & 11.00 mm \\
\quad First-pass detailed-route iteration total & 4 \\
\quad DRC & 0 \\
\quad Number of diodes added for antenna fixing & 0 \\
\quad 1st-iter DRT viols & 272 \\
\multicolumn{2}{l}{\textbf{Global routing}} \\
\quad Overflow left after global routing & 0 \\
\quad Via count of the first global-routing pass & 3792 \\
\quad Overall track demand over capacity in global routing & 20.09\% \\
\quad Maximum number of pins on one net before global-route repair & 50 \\
\quad Initial antenna violation count & 0 \\
\quad Wire length of the first global-routing pass & 18.66 mm \\
\multicolumn{2}{l}{\textbf{Final timing}} \\
\quad Clock period minus worst slack & 4.256 ns \\
\quad Post-route fraction of the period consumed by the critical path & 83.45\% \\
\quad Final-layout setup total negative slack & 0 ns \\
\quad Final clock skew & 0.007398 ns \\
\quad Final Hold Violation Tally & 0 \\
\quad RSZ-0062 raised after global routing & false \\
\quad Count of pins over their slew limit & 0 \\
\quad Relative slew slack & 50.31\% \\
\quad Number of setup violations in the final report & 0 \\
\quad Worst slew pin tran & 0.7401 ns \\
\quad Worst setup margin & 0.8441 ns \\
\quad Highest achievable clock rate & 0.2350 GHz \\
\multicolumn{2}{l}{\textbf{Setup path}} \\
\quad Worst path max stage delay & 0.66 ns \\
\quad Dominant cell type by count on the critical path & sky130\_fd\_sc\_hd\_\_o21ai\_0 \\
\quad Crit. path cell count & 14 \\
\quad Critical Path, Cell by Cell & clkdlybuf4s50\_1, inv\_1, ha\_1, nand2b\_1, a21oi\_1, o21ai\_0, o21ai\_0, xnor2\_1, ha\_1, o211a\_1, o31ai\_1, mux2i\_1, xnor2\_1, o21ai\_0 \\
\quad Logic depth of the worst register-to-register path & 9 \\
\quad CP Buf/Inv Count & 2 \\
\quad Crit path required time & 5.16 ns \\
\quad Sort of element at the start of the critical path & input port \\
\quad Crit-path max FO & 6 \\
\quad Arrival @ worst endpoint & 4.32 ns \\
\quad Critical path type & input port to register \\
\quad Slowest cell on the critical path & sky130\_fd\_sc\_hd\_\_clkdlybuf4s50\_1 \\
\quad Worst reg2reg setup slack & 1.46 ns \\
\quad Crit-path leading delay family & AND-OR/OR-AND gates \\
\quad Crit. End Element & register \\
\multicolumn{2}{l}{\textbf{Die}} \\
\quad Init Core Util & 41.16\% \\
\quad I/O pin count & 36 \\
\quad Overall die height & 110.4 um \\
\quad Die ar. & 12190 um\^{}2 \\
\quad Die outline width & 110.4 um \\
\quad Area of the core & 11420 um\^{}2 \\
\quad Core Rows & 39 \\
\multicolumn{2}{l}{\textbf{Clock network}} \\
\quad Hold buffers post-CTS & 0 \\
\quad Number of clock buffers inserted by TritonCTS & 9 \\
\quad Htree depth & 3 \\
\quad Clock Root Buffer & sky130\_fd\_sc\_hd\_\_clkbuf\_16 \\
\quad Total number of clock tree sinks & 57 \\
\quad Worst-path clk slew & 0.06 ns \\
\quad Post-CTS Setup Bufs & 0 \\
\quad Clock network latency to the later pin of the worst-skew pair & 0.33 ns \\
\quad Number of gates resized after CTS & 0 \\
\quad Clock tree from TritonCTS & built \\
\quad Number of buffers on the longest clock path & 2 \\
\multicolumn{2}{l}{\textbf{Layout}} \\
\quad Area taken by multi-input logic gates & 2983 um\^{}2 \\
\quad Synth-to-Final Area Change & 15.50\% \\
\quad Most frequent cells in the layout & sky130\_fd\_sc\_hd\_\_dfrtp\_1 (49), sky130\_fd\_sc\_hd\_\_nor2\_1 (44), sky130\_fd\_sc\_hd\_\_nand2\_1 (43) \\
\quad Layout fillers & 1053 \\
\quad Highest-count logic cell in the final layout & sky130\_fd\_sc\_hd\_\_dfrtp\_1 \\
\quad Share of final-layout standard cells stronger than drive strength 1 & 7.584\% \\
\quad Sequential standard cell area & 1466 um\^{}2 \\
\multicolumn{2}{l}{\textbf{Synth}} \\
\quad Multiplexer share & 4.260\% \\
\quad Yosys cell types & 56 \\
\quad Dominant register cell in the synthesized netlist & sky130\_fd\_sc\_hd\_\_dfrtp\_1 \\
\quad Main area contributors after synthesis & sky130\_fd\_sc\_hd\_\_dfrtp\_1 (26\%), sky130\_fd\_sc\_hd\_\_ha\_1 (9.1\%), sky130\_fd\_sc\_hd\_\_xnor2\_1 (5.6\%) \\
\quad Flip-flops with a built-in enable & 8 \\
\quad Cell total in the yosys stat output & 546 \\
\quad Area share of and-or/or-and cells after synthesis & 14.48\% \\
\quad Synthesized area per cell & 8.607 um\^{}2 \\
\quad Yosys warnings & 1 \\
\quad Largest area contributor in the synthesized netlist & sky130\_fd\_sc\_hd\_\_dfrtp\_1 \\
\quad Main logic family after synthesis & simple AND/OR/NAND/NOR gates \\
\quad Fraction of registers with async set/reset & 85.96\% \\
\quad Post-synthesis share of cell area spent on full adders, half adders and majority gates & 10.76\% \\
\quad FF+latch count, synth & 57 \\
\quad Gate Count Post-Synth & 546 \\
\quad XOR/XNOR Area Share & 9.691\% \\
\quad Top-area cell share & 26.09\% \\
\quad Sequential-to-total area share from yosys stat & 31.20\% \\
\quad Post-synthesis share of cell area spent on and, or, nand and nor gates & 24.28\% \\
\quad Netlist area before placement & 4700 um\^{}2 \\
\quad Area reported by Yosys stat & 4700 um\^{}2 \\
\multicolumn{2}{l}{\textbf{Run}} \\
\quad Tool warnings & 39 \\
\quad Max\_cap viols & 0 \\
\multicolumn{2}{l}{\textbf{Status}} \\
\quad Result of the run & finished, final reports clean \\
\multicolumn{2}{l}{\textbf{Min path}} \\
\quad Worst hold path stage count & 2 \\
\quad Worst hold path type & register to register \\
\multicolumn{2}{l}{\textbf{Placed design}} \\
\quad Final weighted congestion in routability-driven placement & 0.9605 \\
\quad Number of buffer cells added on primary ports & 35 \\
\quad Worst-case setup slack after placement & 0.5163 ns \\
\quad Half-perimeter wire length after detailed placement & 8.116 mm \\
\multicolumn{2}{l}{\textbf{Pwr}} \\
\quad IR drop worst, VDD & 0.4117 mV \\
\quad Leak Pwr & 0.002229 uW \\
\quad Power, Total & 2886 uW \\
\quad Power per cell area & 531.7 nW/um\^{}2 \\
\hline
\end{tabular}
-- through the flow --
stage	area, um^2	cells	hold WS, ns	utilization [%]
2_1_floorplan	4700	546	0.4174	-
3_3_place_gp	5121	694	0.4694	44.85
3_5_place_dp	5121	694	0.4759	44.85
4_1_cts	5428	710	0.4951	47.53
5_1_grt	5428	710	0.5327	47.53
6_report	5428	710	0.4907	47.53
-- kinds of logic (layout without fill, tap and decap cells) --
| logic type | Yosys count | in the layout |
|---|---|---|
| simple gates | 213 | 213 |
| compound gates | 105 | 105 |
| buf+inv | 62 | 83 |
| flops | 57 | 57 |
| xor+xnor | 52 | 52 |
| fa+ha+maj | 38 | 38 |
| mux | 19 | 19 |
-- worst reg2reg max path: stages (launching register included) --
cell and delay (ns):
sky130_fd_sc_hd__dfrtp_1 0.46, sky130_fd_sc_hd__ha_1 0.32, sky130_fd_sc_hd__nand4_1 0.17, sky130_fd_sc_hd__or4_1 0.66, sky130_fd_sc_hd__a211oi_2 0.25, sky130_fd_sc_hd__o211ai_1 0.13
sky130_fd_sc_hd__nor4_2 0.30, sky130_fd_sc_hd__nand4_1 0.51, sky130_fd_sc_hd__or4_1 0.65, sky130_fd_sc_hd__o211ai_1 0.10
-- cell usage after synthesis (4+ instances only) --
cell type and instances:
sky130_fd_sc_hd__and3_1 7, sky130_fd_sc_hd__nand2_1 43, sky130_fd_sc_hd__edfxtp_1 8, sky130_fd_sc_hd__mux2_2 8
sky130_fd_sc_hd__inv_1 25, sky130_fd_sc_hd__nand3_1 27, sky130_fd_sc_hd__buf_2 13, sky130_fd_sc_hd__or4_1 9
sky130_fd_sc_hd__o21bai_1 9, sky130_fd_sc_hd__o31ai_1 9, sky130_fd_sc_hd__fa_1 4, sky130_fd_sc_hd__xnor2_1 30
sky130_fd_sc_hd__nor2_1 44, sky130_fd_sc_hd__o211ai_1 6, sky130_fd_sc_hd__nor3_1 11, sky130_fd_sc_hd__a21oi_1 30
sky130_fd_sc_hd__and4_1 6, sky130_fd_sc_hd__or3_1 10, sky130_fd_sc_hd__o21ai_0 25, sky130_fd_sc_hd__nand2b_1 7
sky130_fd_sc_hd__xor2_1 22, sky130_fd_sc_hd__and2_1 8, sky130_fd_sc_hd__nor2b_1 6, sky130_fd_sc_hd__mux2i_1 11
sky130_fd_sc_hd__nand4_1 9, sky130_fd_sc_hd__clkbuf_1 21, sky130_fd_sc_hd__nor4_1 11, sky130_fd_sc_hd__dfrtp_1 49
sky130_fd_sc_hd__ha_1 34
-- metal layers --
metal  share of wire, %  GRT usage, %  routed length (um)
met1                 49         30.22                5390
met2                 45         31.81                4903
met3                5.0         3.535                 555
met4                1.4         2.350                 153
met5                  0             0                   0
-- registers in the layout (all words and copies together), names as in the netlist --
name	cells
q	8
r	8
done_tick	1
rnext	8
count	32
-- final cells by class --
type | count | share of cell area, %
multi-input combinational | 427 | 54.96
timing repair buffer | 41 | 7.284
clock buffer | 10 | 4.403
inverter | 26 | 1.798
sequential | 57 | 27.02
clock inverter | 6 | 1.245
tap | 143 | 3.296
-- where the power goes --
group / internal (uW) / leakage (uW) / switching, uW / total, uW
clock: 392 / 0.000145 / 226 / 618
sequential: 591 / 0.000727 / 100 / 691
combinational: 758 / 0.00136 / 819 / 1580
-- final timing paths --
path	start	endpoint
setup / recovery	y[2]	rnext[7]
hold / removal	r[4]	r[4]
setup reg to reg	count[0]	r[3]
hold reg to reg	r[4]	r[4]
max in group asynchronous	reset	q[6]
min in group asynchronous	reset	count[3]
Power figures rest on the tool's default switching activity, not on a simulated workload.
