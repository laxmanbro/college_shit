## flow/design.v

```verilog
module fa(output wire s, oc, input wire a, b, ic);
    assign {oc, s} = ic + a + b;
endmodule
module csa(output wire [7:0] z,output wire cout,input wire [7:0] a,b,c);
	wire s[7:0];
	wire pc[7:0];
	wire fc[7:0];
	wire u;
	fa f1(s[0],pc[0],a[0],b[0],c[0]);
	fa f2(s[1],pc[1],a[1],b[1],c[1]);
	fa f3(s[2],pc[2],a[2],b[2],c[2]);
	fa f4(s[3],pc[3],a[3],b[3],c[3]);
	fa f5(s[4],pc[4],a[4],b[4],c[4]);
	fa f6(s[5],pc[5],a[5],b[5],c[5]);
	fa f7(s[6],pc[6],a[6],b[6],c[6]);
	fa f8(s[7],pc[7],a[7],b[7],c[7]);
	fa f9(z[1],fc[0],s[1],pc[0],1'b0);
	fa f10(z[2],fc[1],s[2],pc[1],fc[0]);
	fa f11(z[3],fc[2],s[3],pc[2],fc[1]);
	fa f12(z[4],fc[3],s[4],pc[3],fc[2]);
	fa f13(z[5],fc[4],s[5],pc[4],fc[3]);
	fa f14(z[6],fc[5],s[6],pc[5],fc[4]);
	fa f15(z[7],fc[6],s[7],pc[6],fc[5]);
	fa f16(u,cout,1'b0,pc[7],fc[6]);
	assign z[0] = s[0];
endmodule	
```

## flow/run.sh

```bash
#!/bin/bash
# OpenROAD 26Q1-2900-gdf79404cd8, Yosys 0.63+post, stock flow scripts
make -C /OpenROAD-flow-scripts/flow DESIGN_CONFIG=/design/flow/config.mk WORK_HOME=/design/flow/orfs finish
```

## flow/config.mk

```make
export PLATFORM = sky130hd
export DESIGN_NAME = csa
export DESIGN_NICKNAME = csa
export VERILOG_FILES = /design/flow/design.v
export SDC_FILE = /design/flow/constraint.sdc
export NUM_CORES = 4
export LEC_CHECK = 1
export CORE_AREA = 10 10 70 70
export DIE_AREA = 0 0 80 80
```

## flow/constraint.sdc

```tcl
current_design csa

set clk_period 7.1
set clk_io_pct 0.2

create_clock -name clk0 -period $clk_period

set non_clock_inputs [all_inputs -no_clocks]
set_input_delay [expr $clk_period * $clk_io_pct] -clock clk0 $non_clock_inputs
set_output_delay [expr $clk_period * $clk_io_pct] -clock clk0 [all_outputs]
```

==> flow_summary.toml <==
# yosys + openroad results
[yosys]
yosys_area_um2 = 397
synthesis.instances = 34
register_area_share_after_synthesis_pct = 0
yosysWarningCount = 1
yosysTopAreaCellShare_pct = 70.7
synthDominantAreaCellType = "sky130_fd_sc_hd__fa_1"
synth-cells-yosys = 34
yosys.cell_types.count = 5
synth_area_um2 = 397
postSynthAreaPerCell_um2 = 11.7
synth.area.top_cells = "sky130_fd_sc_hd__fa_1 71%, sky130_fd_sc_hd__buf_4 15%, sky130_fd_sc_hd__inv_1 9.5%"

[cells_and_area]
final.clkbuf_count = 0
layout.sequential_cells = 0
instances_no_fill = 105
logic_area_um2 = 309
syn_to_final_growth_pct = 85.2
layout.cell_area.non_filler_um2 = 734
filler_cell_count = 383
final_layout_size_suffix_gt1_share_pct = 6.78
area.sequential_um2 = 0
finish.utilization_pct = 21.5

[global_route]
first_global_vias = 361
globalRouteOverflowTotal = 0
track_usage_pct = 3.36
grt_start_max_net_pins = 2
grt_pass1_wl_mm = 1.70
grt_antenna_before_repair = 0

[power_and_ir_drop]
clock_share_of_power_pct = 0
pwr_density_cell_mw_per_mm2 = 105
internal_power_mw = 0.0543
switching_share_pct = 29.6
combPwrFrac_pct = 100.0
seq_power_share_pct = 0
power.ir.vdd_worst_v = 0.0000371
power_leakage_nw = 0.291
power_mw = 0.0771
net_sw_power_mw = 0.0228

[detailed_routing]
drcViolationCount = 0
detailed_router_s_first_iteration_violation_count = 0
viasPerCell = 2.90
routed_wirelength_mm = 1.03
pre_repair_dr_iteration_count = 1
antenna_violating_nets_post_route = 0
dr_total_vias = 305
route.antenna.diode_count = 0
routedWlPerCell_um = 9.81

[floorplan]
initial_utilization_pct = 11.6
total_i_o_pin_count = 33
fp.dieH_um = 80
core_area_mm2 = 0.00342
dieWidth_um = 80
rows = 21
fp.dieArea_mm2 = 0.00640

[worst_setup_path]
critical_path_class = "input pin to output pin"
worstSetupStartpoint = "c[1]"
critical_path.max_fanout = 1
critPathArrivalTime_ns = 5.42
cp.required_ns = 5.68
worstSetupEndpointType = "output pin"
critPathLaunchType = "input pin"

[hold_path]
timing.hold.worst_path_depth = 5
hold_path_startpoint = "c[0]"
timing.hold.worst_endpoint = "z[0]"
timing.hold.worst.class = "input pin to output pin"

[job]
stage_log_warnings = 32
maxcap_violations = 0

[placed_design]
place_inst = 105
globalplace.congestion = 0.823
place.detailed.hpwl_mm = 1.03
placed_cell_area_um2 = 724
place.port_buffers = 33
worst_setup_slack_after_placement_ns = -0.0125

[sta]
tightest_slew_ns = 0.108
finalClockPeriodUsage_pct = 96.4
timing.fmax_ghz = 0.146
post-route-min-period_ns = 6.84
rsz_0062_raised_after_global_routing = "no"
setup_violations = 0
report.final.slew_viol_count = 0
hold_vio_cnt_final = 0
relSlewSlack_pct = 92.8
setup_ws_ns = 0.258

[run_status]
run_status = "completed"

[clock_tree]
holdBufCountCts = 0
cts_post_setup_buffers_inserted = 0
## Yosys cell counts (all sizes together)
cell type	n
buf	8
ha	1
inv	10
and2	1
fa	14
## power by group through the flow
stage	sequential, mW	combinational, mW	clock (mW)
4_1_cts	0	0.0795	0
5_1_grt	0	0.0911	0
6_report	0	0.0771	0
## per-layer routing
metal / wire, µm / track usage, %
met1: 430 / 4.38
met2: 250 / 3.45
met3: 349 / 4.20
met4: 0 / 0
met5: 0 / 0
## logic make-up after synthesis
group                      share of synthesized area (%)
adders and majority gates                           73.8
buffers and inverters                               24.6
and+or+nand+nor                                     1.58
## layout make-up
type,instances,area share (%)
repair buffers,33,45.0
multi-input cells,16,42.1
well taps,46,7.84
inverters,10,5.11
## through the flow
stage | hold WS (ns) | setup TNS, ns
4_1_cts | 3.91 | 0
5_1_grt | 3.94 | 0
6_report | 3.89 | 0
2_1_floorplan | 3.05 | 0
3_5_place_dp | 3.91 | -0.0125
3_3_place_gp | 3.89 | -0.0315
## placed cells by master, fill, tap and decap left out, drive strengths merged
cell type	count
and2	1
clkdlybuf4s50	33
fa	14
ha	1
inv	10
## worst max-delay path, stage by stage
cell and delay (ns):
sky130_fd_sc_hd__clkdlybuf4s50_1 0.43, sky130_fd_sc_hd__fa_1 0.50, sky130_fd_sc_hd__ha_2 0.20, sky130_fd_sc_hd__fa_2 0.39, sky130_fd_sc_hd__fa_2 0.40, sky130_fd_sc_hd__fa_2 0.37, sky130_fd_sc_hd__fa_1 0.41, sky130_fd_sc_hd__inv_1 0.08
sky130_fd_sc_hd__fa_1 0.16, sky130_fd_sc_hd__inv_1 0.05, sky130_fd_sc_hd__fa_1 0.52, sky130_fd_sc_hd__clkdlybuf4s50_1 0.47
## how the worst max path moves through the flow
stage | to | slack [ns]
after CTS | z[7] | 0.03
final | z[7] | 0.26
after global routing | z[7] | 0.009
## repair_timing
item | 4_1_cts | 5_1_grt
gates resized | 1 | 3
pin swaps | 0 | 2
setup endpoints to repair | 1 | 2
Power is estimated from default activity; no workload was simulated.
